$ cat design.v
module RegFile(clk, r_addr_0, r_addr_1, w_addr, w_enable, w_select, w_alu, w_other, r_val_0, r_val_1);
    input                    clk;          
    input [2:0]              r_addr_0;     
    input [2:0]              r_addr_1;     
    input [2:0]              w_addr;       
    input                    w_enable;     
    input                    w_select;     
    input [31:0]             w_alu;        
    input [31:0]             w_other;         
    output wire [31:0]       r_val_0;      
    output wire [31:0]       r_val_1;      
    reg [31:0] registers [0:7];
        assign r_val_0 = registers[r_addr_0[2:0]];  
        assign r_val_1 = registers[r_addr_1[2:0]];  
    integer i;
      initial begin                                          
        for (i = 0; i < 8; i = i + 1) begin
            registers[i] = 32'b0;
        end
          $dumpvars(0, registers[0], registers[1], registers[2], registers[3], registers[4], registers[5], registers[6], registers[7]); 
    end
    always @(posedge clk) begin
        if (w_enable) begin 
            if (w_select)
                registers[w_addr[2:0]] = w_other;
            else
                registers[w_addr[2:0]] = w_alu;
        end
    end
endmodule
$ cat run.sh
#!/bin/bash
# OpenROAD 26Q1-2900-gdf79404cd8, Yosys 0.63+post, stock flow scripts
make -C /OpenROAD-flow-scripts/flow DESIGN_CONFIG=/design/flow/config.mk WORK_HOME=/design/flow/orfs finish
$ cat config.mk
export PLATFORM = sky130hd
export DESIGN_NAME = RegFile
export DESIGN_NICKNAME = RegFile
export VERILOG_FILES = /design/flow/design.v
export SDC_FILE = /design/flow/constraint.sdc
export NUM_CORES = 4
export LEC_CHECK = 1
export CORE_UTILIZATION = 50
$ cat constraint.sdc
current_design RegFile

set clk_period 7.2
set clk_io_pct 0.2

create_clock -name clk0 -period $clk_period [get_ports {clk}]

set non_clock_inputs [all_inputs -no_clocks]
set_input_delay [expr $clk_period * $clk_io_pct] -clock clk0 $non_clock_inputs
set_output_delay [expr $clk_period * $clk_io_pct] -clock clk0 [all_outputs]
==> results_slide.txt <==
Key Metrics from the Run

Setup path
  • Setup crit start kind: primary input
  • Crit Path Class: primary input to output port
  • Critical Path RT: ~5800 ps
  • Worst setup EP type: output port
  • Critical path data arrival time: between 3000 and 4000 ps
  • Worst-path maximum fanout: 35
  • Worst Setup SP: r_addr_0[2]

Global routing
  • Largest net degree at the start of global routing: 37
  • Total congestion overflow: 0
  • Vias in the first global route: just over 7k
  • First-pass GRT wire length: approximately 41 mm
  • Initial antenna violation count: 0
  • GR Util All Layers: between 20 and 25%

Yosys
  • Dominant flop cell: edfxtp_1
  • Top cells, area: edfxtp_1 (63%), mux4_1 (17%), mux4_2 (8.8%)
  • Area leader, netlist: edfxtp_1
  • Post-Syn Area: 12280 um^2
  • Avg Synthesized Cell Area: around 23 um^2
  • Cells after Synth: about 530
  • Post-synth top cells: edfxtp_1 (256), mux2_2 (94), mux4_1 (80), mux4_2 (48), buf_1 (15)
  • Cell with the most instances after synthesis: edfxtp_1
  • Synth unique cells: 14
  • Yosys stat cell total: 534
  • Synth Seq Share: 62.60%
  • YS chip area: approximately 12000 um^2
  • Ys Warns: 2
  • Post-synth regs: 256
  • EDFF count, synth: ~260
  • Area share, top type: a little over three fifths
  • Async SR Flop Fraction: 0%

STA
  • Final period utilization: 72.98%
  • Setup TNS: 0 ps
  • Slew @ Worst Pin: 845.0 ps
  • Final worst slack: about 1900 ps
  • Max Slew Vio Count: 0
  • # setup viols final: 0
  • Hold Fails Final Rpt: 0
  • RSZ-0062 raised after global routing: false
  • Max Freq: 190.3 MHz
  • Max-slew headroom: a little over two fifths
  • Fin crit period: ~5300 ps
  • Hold WS: approximately 1700 ps

Placement
  • Cell Count Post-Placement: ~970
  • Port Buf Inserts: ~140
  • Placed inst area: about 14000 um^2
  • Routability Congestion: about 0.83
  • Post-DP HPWL: 14.64 mm
  • Placement Setup Slack: roughly 1900 ps

Clocking
  • Hold buffer count at CTS: 0
  • Max Root-Sink Buffers: 3
  • Setup Buffers After CTS: 0
  • Clock root buffer: clkbuf_16
  • Reg clk slew, reported paths: about 60 ps
  • CTS tree: done
  • Post-CTS sizing: 0
  • Clock sinks: ~260
  • TritonCTS Buffers: 27
  • CTS H-Tree Depth: 1

Layout
  • Post-route cell area: 14750 um^2
  • Fillcell total: between 1.5k and 2k
  • Number of flip-flops in the largest register: approximately 260
  • Layout Utilization: around 62%
  • Area Overhead vs Synth: 20.13%
  • Finished Layout Cells: around 1.0k
  • Share of layout cells above drive strength 1: approximately 30%

Detailed routing
  • Final wirelength: between 20 and 30 mm
  • Antenna Cells: 0
  • Via count: between 6k and 7k
  • Drt pass-1 iters: 4
  • 1st-iter DRT viols: between 200 and 300
  • DRT antenna net count: 0
  • DR DRC count: 0
  • Drt via density: between 6 and 7
  • WL/cell: between 20 and 30 um

Floorplan
  • Fp_density: around half
  • Total die size: approximately 25000 um^2
  • Die height: between 150 and 200 um
  • Row count: between 50 and 60
  • Core Footprint: between 20000 and 25000 um^2
  • Ports: between 100 and 150
  • Chip width: roughly 160 um

Power
  • Max IR drop VDD: between 0.15 and 0.2 mV
  • Static leakage: 4.900 nW
  • Final Power: approximately 3.3 mW
  • PD cells: roughly 220 nW/um^2

Job
  • Max Cap Viol: 0
  • Count of tool warnings: 26

Min path
  • HP Class: primary input to register
  • Hold Path Origin: w_alu[30]

Status
  • Outcome: finished clean
## final cells by class
cell class	count	area, um^2	area share [%]
Tap cell	319	399.1	2.706
Multi-Input combinational cell	238	4387	29.74
Sequential cell	256	7687	52.11
Clock inverter	13	60.06	0.4071
Timing Repair Buffer	158	1509	10.23
Clock buffer	36	709.4	4.809
## critical path, stage by stage
cell and delay (ps):
buf_2 640, buf_4 590, mux4_2 390, mux2_2 300, clkdlybuf4s50_1 420
## per-layer routing
layer | track usage, % | routed length (um)
met1 | 33.43 | 9063
met2 | 36.56 | 13010
met3 | 16.48 | 4021
met4 | 3.310 | 448
met5 | 1.186 | 0
## kinds of logic after synthesis
kind of cell | share of synthesized area, %
simple gates | 0.5298
mux | 34.73
buf+inv | 2.140
flops | 62.60
## layout by cell type (no fill, tap or decap)
cell type / netlist / final
buf_2: 5 / 4
buf_4: 0 / 21
clkbuf_1: 5 / 9
clkbuf_16: 0 / 27
clkdlybuf4s50_1: 0 / 133
clkinv_1: 0 / 6
clkinv_2: 0 / 6
clkinvlp_4: 0 / 1
edfxtp_1: 256 / 256
mux2_1: 2 / 2
mux2_2: 94 / 94
mux4_1: 80 / 80
mux4_2: 48 / 48
nand2_1: 2 / 2
nand2b_1: 4 / 3
nand2b_2: 0 / 1
nor2_4: 0 / 6
nor3_2: 0 / 2
## path summary, 6_finish.rpt
kind	end	slack, ps	depth (start not counted)
setup / recovery	r_val_0[20]	1950	5
hold / removal	registers[2][30]	1710	2
## power breakdown
group	total (mW)	internal, mW	switching (mW)
clock	1.21	0.687	0.525
combinational	0.381	0.232	0.148
sequential	1.73	1.71	0.0187
No activity file was given, so power comes from the tool's default toggle rates.
