==> design/flow/design.v <==
module EX(
    First_LD, 
    Special_encoding, 
    Second_LD, 
    ALU_OC, 
    B_cond,
    dest_reg, 
    op_1_reg_value, 
    op_2_reg_value, 
    immediate, 
    offset,
    r_val_0, 
    r_val_1, 
    w_alu,
    w_other,
    w_enable,
    w_select,
    flags, 
    conditional_flags,
    result,
    data_memory_in_v,
    data_memory_a,
    data_memory_out_v,
    data_memory_read,
    data_memory_write);
    input wire [1:0]        First_LD;            
    input wire              Special_encoding;    
    input wire [3:0]        Second_LD;           
    input wire [2:0]        ALU_OC;              
    input wire [3:0]        B_cond;             
    input wire [2:0]        dest_reg;
    input wire [31:0]       op_1_reg_value;
    input wire [31:0]       op_2_reg_value;
    input wire [15:0]       immediate;
    input wire [15:0]       offset;
    input wire [31:0]       r_val_0;
    input wire [31:0]       r_val_1;
    input wire [31:0]       w_alu;
    input wire [31:0]       w_other;
    input wire              w_enable;     
    input wire              w_select;     
    input wire [3:0]        flags;        
    input wire [3:0]        conditional_flags;
    wire [31:0]             extended_immediate;
    output reg [32:0]       result;
    input [31:0]       data_memory_in_v;  
    output reg [31:0]       data_memory_a;  
    output reg [31:0]       data_memory_out_v;  
    output reg             data_memory_read;  
    output reg             data_memory_write;  
    reg                     write_enable;
    reg                     write_select;
    reg [3:0]        cpsr_flags;               
    assign extended_immediate[15:0] = immediate[15:0];
    assign extended_immediate[31:16] = {16{immediate[15]}};
    assign w_select = !Special_encoding;
    assign op_1_reg_value = r_val_0;
    assign op_2_reg_value = r_val_1;
    assign w_alu = result[31:0];
    assign w_other = result[31:0];
    assign w_enable = write_enable;
    assign w_select = write_select;
    assign conditional_flags [3:0] = cpsr_flags;
   initial begin
    result = 'h000000000;
    cpsr_flags = 'b0000;
    write_enable = 0;
    data_memory_read = 0;
    data_memory_write = 0;
   end
always @(*) begin
    result = 'h000000000;
    write_enable = 0;
    data_memory_read = 0;
    data_memory_write = 0;
    if (Special_encoding) begin
        write_enable = 1;
        case (ALU_OC[2:0])
            3'b001: begin  
                case (First_LD[0])
                    1'b0: result = op_1_reg_value + extended_immediate;  
                    1'b1: result = op_1_reg_value + op_2_reg_value;  
                endcase
            end
            3'b010: begin  
                case (First_LD[0])
                    1'b0: result = op_1_reg_value - extended_immediate;  
                    1'b1: result = op_1_reg_value - op_2_reg_value;  
                endcase
            end
            3'b011: begin  
                case (First_LD[0])
                    1'b0: result = op_1_reg_value & extended_immediate;  
                    1'b1: result = op_1_reg_value & op_2_reg_value;  
                endcase
            end
            3'b100: begin  
                case (First_LD[0])
                    1'b0: result = op_1_reg_value | extended_immediate;  
                    1'b1: result = op_1_reg_value | op_2_reg_value;  
                endcase
            end
            3'b101: begin  
                case (First_LD[0])
                    1'b0: result = op_1_reg_value ^ extended_immediate;  
                    1'b1: result = op_1_reg_value ^ op_2_reg_value;  
                endcase
            end
            3'b110: begin  
                result = ~op_1_reg_value;
            end
            default: result = result;  
        endcase
        #1
        if (Second_LD[3]) begin          
            cpsr_flags[3] = result[31];   
            cpsr_flags[2] = result[32];   
            case (result[31:0])
                32'b0: cpsr_flags[1] = 1;   
                default: cpsr_flags[1] = 0;
            endcase
            case (First_LD[0])
                1'b1: cpsr_flags[0] = ((op_1_reg_value[30] ^ op_2_reg_value[30]) & (~result[30])) | (op_1_reg_value[30] & op_2_reg_value[30]);   
                1'b0: cpsr_flags[0] = ((op_1_reg_value[30] ^ extended_immediate[30]) & (~result[30])) | (op_1_reg_value[30] & extended_immediate[30]);  
            endcase
        end
    end else if (First_LD == 2'b00) begin
        write_enable = 1;
        case (ALU_OC[2:0])
            3'b000: begin
                result[15:0] = immediate[15:0];  
                result[31:16] = op_1_reg_value[31:16];
            end
            3'b001: begin
                result[31:16] = immediate[15:0];  
                result[15:0] = op_1_reg_value[15:0];
            end
            3'b100: begin  
               result = op_1_reg_value << immediate;
               result[32] = 1'b0;
            end
            3'b101: begin  
                result = op_1_reg_value >> immediate;
                result[32] = 1'b0;
            end
            3'b010: result[31:0] = 'h00000000;  
            3'b011: result[31:0] = 'h11111111;  
            default: result = 32'b0;
        endcase
    end else if (First_LD == 2'b10) begin
        case (Second_LD[3:0])
            4'b0000: begin  
                data_memory_read = 1'b1;  
                data_memory_a = r_val_0 + immediate;  
                result = data_memory_in_v;  
                write_select = 1'b1;  
                write_enable <= 1'b1;  
            end
            4'b0001: begin  
                data_memory_out_v = r_val_0;  
                data_memory_a = r_val_1 + immediate;  
                data_memory_write = 1'b1;  
            end
        endcase
    end else begin
        write_enable = 0;
        case (ALU_OC[2:0])
            3'b000: begin
            end
            3'b001: begin
                case (cpsr_flags[3:0])  
                    4'b0000: begin  
                        case (cpsr_flags[1])
                            1'b1: begin
                            end
                        endcase
                    end
                    4'b0001: begin  
                        case (!cpsr_flags[1])
                            1'b1: begin
                            end
                        endcase
                    end
                    4'b0010: begin  
                        case (cpsr_flags[2])
                            1'b1: begin
                            end
                        endcase
                    end
                    4'b0011: begin  
                        case (!cpsr_flags[2])
                            1'b1: begin
                            end
                        endcase
                    end
                    4'b0100: begin  
                        case (cpsr_flags[3])
                            1'b1: begin
                            end
                        endcase
                    end
                    4'b0101: begin  
                        case (!cpsr_flags[3])
                            1'b1: begin
                            end
                        endcase
                    end
                    4'b0110: begin  
                        case (cpsr_flags[0])
                            1'b1: begin
                            end
                        endcase
                    end
                    4'b0111: begin  
                        case (!cpsr_flags[0])
                            1'b1: begin
                            end
                        endcase
                    end
                    4'b1000: begin  
                        case (cpsr_flags[2] && !cpsr_flags[1])
                            1'b1: begin
                            end
                        endcase
                    end
                    4'b1001: begin  
                        case (!(cpsr_flags[2] && !cpsr_flags[1]))
                            1'b1: begin
                            end
                        endcase
                    end
                    4'b1010: begin  
                        case (cpsr_flags[3] == cpsr_flags[0])
                            1'b1: begin
                            end
                        endcase
                    end
                    4'b1011: begin  
                        case (cpsr_flags[3] != cpsr_flags[0])
                            1'b1: begin
                            end
                        endcase
                    end
                    4'b1100: begin  
                        case ((cpsr_flags[1] == 0) && (cpsr_flags[3] == cpsr_flags[0]))
                            1'b1: begin
                            end
                        endcase
                    end
                    4'b1101: begin  
                        case (!((cpsr_flags[1] == 0) && (cpsr_flags[3] == cpsr_flags[0])))
                            1'b1: begin
                            end
                        endcase
                    end
                    4'b1110: begin  
                    end
                    4'b1111: begin  
                    end
                endcase
            end
            default: result = result;  
        endcase
    end
end
endmodule
==> design/flow/run.sh <==
#!/bin/bash
# OpenROAD 26Q1-2900-gdf79404cd8, Yosys 0.63+post, stock flow scripts
make -C /OpenROAD-flow-scripts/flow DESIGN_CONFIG=/design/flow/config.mk WORK_HOME=/design/flow/orfs finish
==> design/flow/config.mk <==
export PLATFORM = sky130hd
export DESIGN_NAME = EX
export DESIGN_NICKNAME = EX
export VERILOG_FILES = /design/flow/design.v
export SDC_FILE = /design/flow/constraint.sdc
export NUM_CORES = 4
export LEC_CHECK = 1
export CORE_AREA = 10 10 236 236
export DIE_AREA = 0 0 246 246
==> design/flow/constraint.sdc <==
current_design EX

set clk_period 22.2
set clk_io_pct 0.2

create_clock -name clk0 -period $clk_period

set non_clock_inputs [all_inputs -no_clocks]
set_input_delay [expr $clk_period * $clk_io_pct] -clock clk0 $non_clock_inputs
set_output_delay [expr $clk_period * $clk_io_pct] -clock clk0 [all_outputs]
==> results.sh <==
# flow metrics
export IMPL_ys_cells=1796
export IMPL_yosysMostFrequentCell="a21oi_1"
export IMPL_common_cells="a21oi_1, nand2_1, nor2_1"
export IMPL_synthTopCellsByArea="ha_1, buf_4, dlxtn_1"
export IMPL_synth_distinct_cells=79
export IMPL_ys_flop_type="dlxtn_1"
export IMPL_edf_count=0
export IMPL_lastStage="1_2_yosys"
export IMPL_status="stopped before the end"
export IMPL_top_area_share_pct=11.3
export IMPL_synth_seq_cells=64
export IMPL_tool_error="ERROR: Found 128 problems in 'check -assert'."
export IMPL_top_area_cell="ha_1"
export IMPL_async_flop_share_pct=0
export IMPL_yosys_warnings=1
export IMPL_ys_chip_area_um2=12700
kinds of logic after synthesis:
kind of cell             count (synthesis)  synth area share [%]
AND-OR/OR-AND                          593                  29.8
latches                                 64                  7.60
multiplexers                           120                  13.7
AND/OR/NAND/NOR                        462                  16.6
XOR/XNOR                                86                  5.95
adder cells (fa/ha/maj)                116                  11.6
buffers and inverters                  355                  14.7
