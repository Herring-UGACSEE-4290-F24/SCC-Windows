### ./constraint.sdc
current_design ID

set clk_period 4.3
set clk_io_pct 0.2

create_clock -name clk0 -period $clk_period

set non_clock_inputs [all_inputs -no_clocks]
set_input_delay [expr $clk_period * $clk_io_pct] -clock clk0 $non_clock_inputs
set_output_delay [expr $clk_period * $clk_io_pct] -clock clk0 [all_outputs]
### ./design.v
module ID(
    input [31:0] Instruction,         
    input [2:0]     r_addr_0,
    input [2:0]     r_addr_1,
    input [2:0]        w_addr,
    output reg [1:0] First_LD,        
    output reg Special_encoding,      
    output wire  [3:0] Second_LD,       
    output wire [2:0] ALU_OC,          
    output reg [3:0] B_cond,
    output reg [2:0] dest_reg,
    output reg [2:0] op_1_reg,
    output reg [2:0] op_2_reg,
    output reg [15:0] immediate,
    output reg [3:0] flags
);
    assign r_addr_0 = op_1_reg;
    assign r_addr_1 = op_2_reg;
    assign w_addr = dest_reg;
    assign Second_LD = Instruction[28:25];
    assign ALU_OC = Instruction[27:25];
    always @* begin
        First_LD = Instruction[31:30]; 
        dest_reg = 3'b0;
        op_1_reg = 3'b0;
        op_2_reg = 3'b0;
        Special_encoding = 0;
        immediate = 16'b0;
        flags = 4'b0;
        B_cond = 3'b0;
        if (First_LD == 2'b00) begin
            case (Instruction[29:25])
                5'b00000: begin   
                    dest_reg[2:0] = Instruction[24:22];
                    op_1_reg[2:0] = Instruction[24:22];
                    immediate = Instruction[15:0];
                end
                5'b00001: begin   
                    dest_reg[2:0] = Instruction[24:22];
                    op_1_reg[2:0] = Instruction[24:22];
                    immediate = Instruction[15:0];
                end
                5'b10001: begin   
                    dest_reg[2:0] = Instruction[24:22];
                    op_1_reg[2:0] = Instruction[21:19];
                    immediate = Instruction[15:0];
                    Special_encoding = 1;
                end
                5'b11001: begin   
                    dest_reg[2:0] = Instruction[24:22];
                    op_1_reg[2:0] = Instruction[21:19];
                    immediate = Instruction[15:0];
                    Special_encoding = 1;
                end
                5'b10010: begin   
                    dest_reg[2:0] = Instruction[24:22];
                    op_1_reg[2:0] = Instruction[21:19];
                    immediate = Instruction[15:0];
                    Special_encoding = 1;
                end
                5'b11010: begin   
                    dest_reg[2:0] = Instruction[24:22];
                    op_1_reg[2:0] = Instruction[21:19];
                    immediate = Instruction[15:0];
                    Special_encoding = 1;
                end
                5'b10011: begin   
                    dest_reg[2:0] = Instruction[24:22];
                    op_1_reg[2:0] = Instruction[21:19];
                    immediate = Instruction[15:0];
                    Special_encoding = 1;
                end
                5'b11011: begin   
                    dest_reg[2:0] = Instruction[24:22];
                    op_1_reg[2:0] = Instruction[21:19];
                    immediate = Instruction[15:0];
                    Special_encoding = 1;
                end
                5'b10100: begin   
                    dest_reg[2:0] = Instruction[24:22];
                    op_1_reg[2:0] = Instruction[21:19];
                    immediate = Instruction[15:0];
                    Special_encoding = 1;
                end
                5'b11100: begin   
                    dest_reg[2:0] = Instruction[24:22];
                    op_1_reg[2:0] = Instruction[21:19];
                    immediate = Instruction[15:0];
                    Special_encoding = 1;
                end
                5'b10101: begin   
                    dest_reg[2:0] = Instruction[24:22];
                    op_1_reg[2:0] = Instruction[21:19];
                    immediate = Instruction[15:0]; 
                    Special_encoding = 1;
                end
                5'b11101: begin   
                    dest_reg[2:0] = Instruction[24:22];
                    op_1_reg[2:0] = Instruction[21:19];
                    immediate = Instruction[15:0];
                    Special_encoding = 1;
                end
                5'b00100: begin   
                    dest_reg[2:0] = Instruction[24:22];
                    op_1_reg[2:0] = Instruction[21:19];
                    immediate = Instruction[15:0];
                end
                5'b00101: begin   
                    dest_reg[2:0] = Instruction[24:22];
                    op_1_reg[2:0] = Instruction[21:19];
                    immediate = Instruction[15:0];
                end
                5'b00010: begin   
                    dest_reg[2:0] = Instruction[24:22];
                    op_1_reg[2:0] = Instruction[21:19];
                    immediate = Instruction[15:0];
                end
                5'b00011: begin   
                    dest_reg[2:0] = Instruction[24:22];
                    op_1_reg[2:0] = Instruction[21:19];
                    immediate = Instruction[15:0];
                end
            endcase
        end
        else if (First_LD == 2'b01) begin
            case (Instruction[29:25])
                5'b10001, 5'b11001, 5'b10010, 5'b11010, 
                5'b10011, 5'b11011, 5'b10100, 5'b11100, 
                5'b10101, 5'b11101: begin   
                    dest_reg[2:0] = Instruction[24:22];
                    op_1_reg[2:0] = Instruction[21:19];
                    op_2_reg[2:0] = Instruction[18:16];
                    Special_encoding = 1;
                end
                5'b10110: begin   
                    dest_reg[2:0] = Instruction[24:22];
                    op_1_reg[2:0] = Instruction[21:19];
                    Special_encoding = 1;
                end
            endcase
        end
        else if (First_LD == 2'b10) begin
            if (Instruction[25] == 1'b1) begin  
                op_1_reg[2:0] = Instruction[24:22];  
                op_2_reg[2:0] = Instruction[21:19];  
                immediate = Instruction[15:0];       
            end else begin  
                dest_reg[2:0] = Instruction[24:22];  
                op_1_reg[2:0] = Instruction[21:19];  
                immediate = Instruction[15:0];       
            end
        end
        else if (First_LD == 2'b11) begin
            case (Instruction[28:25])
                4'b0000: begin   
                    immediate = Instruction[15:0];
                end
                4'b0001: begin   
                    flags = Instruction[24:21];
                    immediate = Instruction[15:0];
                end
                4'b0010: begin   
                    op_1_reg[2:0] = Instruction[21:19];
                    immediate = Instruction[15:0];
                end
                default: begin   
                    if (Instruction[27] == 1'b1) begin
                    end else if (Instruction[28] == 1'b1) begin
                    end
                end
            endcase
        end
    end
endmodule
### ./run.sh
#!/bin/bash
# OpenROAD 26Q1-2900-gdf79404cd8, Yosys 0.63+post, stock flow scripts
make -C /OpenROAD-flow-scripts/flow DESIGN_CONFIG=/design/flow/config.mk WORK_HOME=/design/flow/orfs finish
### ./config.mk
export PLATFORM = sky130hd
export DESIGN_NAME = ID
export DESIGN_NICKNAME = ID
export VERILOG_FILES = /design/flow/design.v
export SDC_FILE = /design/flow/constraint.sdc
export NUM_CORES = 4
export LEC_CHECK = 1
export CORE_AREA = 10 10 70 70
export DIE_AREA = 0 0 80 80
==> notes.md <==
yosys + openroad results -> sequential area share after synthesis=0, status=did not finish, ys cells=89, largest area contributor in the netlist=buf_4, Distinct lib cells used=30, yosys warns=1, Stop stage=synthesis, Top cell area share=0.2716, Post-synth area hogs=buf_4 (27%), and2_1 (22%), a22o_1 (8.6%), tool error=ERROR: Found 9 problems in 'check -assert'., Yosys Chip Area=608.1 sq um
==> cell families after synthesis <==
logic type      share of synthesized area
simple gates                       0.4198
buf+inv                            0.3313
compound gates                     0.2428
other cells                      0.006167
==> synthesized netlist by cell type (all sizes together) <==
master / instances
buf: 27
and2: 21
a22o: 6
a21oi: 4
nor2: 4
and3: 3
nand2: 3
nand2b: 2
nor3: 2
o21ai: 2
a211o: 1
a21o: 1
a221o: 1
a2bb2oi: 1
clkbuf: 1
conb: 1
nor3b: 1
nor4: 1
nor4b: 1
o211ai: 1
o31ai: 1
or2: 1
or3: 1
or3b: 1
or4: 1
